`design.v`:
```
module SKadder_64
#(parameter width = 64)
(
    input [width-1:0] a,b,
    input cin,
    output reg [width-1:0] sum,
    output cout
);
reg [width-1:0] p,g;
wire [width-1:0] c;
wire [width-1:0] gij [7:0];
wire [width-1:0] pij [7:0];
genvar i;
genvar k;
integer  j;
always @(*) begin
    for (j=0;j<width;j=j+1) begin
        p[j] = a[j] ^ b[j];
        g[j] = a[j] & b[j];
    end
end
pg uut1 (.p2(p[0]),.g1(cin),.g2(g[0]),.gout(c[0]));
generate
    for (i = 1;i<width;i = i+2)begin: BLOCK1
        if (i==1) begin
            pg uut2 (.p2(p[1]),.g1(c[0]),.g2(g[1]),.gout(c[1]));
        end
        else begin
            pg uut0(
                .p1(p[i-1]),
                .g1(g[i-1]),
                .p2(p[i]),
                .g2(g[i]),
                .gout(gij[0][i]),
                .pout(pij[0][i]));
        end
    end
endgenerate
generate
    for (i = 3;i<width;i = i+4)begin: BLOCK2
        if (i==3) begin
            pg uut2 (.p2(p[2]),.g1(c[1]),.g2(g[2]),.gout(c[2]));
            pg uut1 (.p2(pij[0][3]),.g1(c[1]),.g2(gij[0][3]),.gout(c[3]));
        end
        else begin
            pg uut3(.p1(pij[0][i-2]),.g1(gij[0][i-2]),.p2(p[i-1]),.g2(g[i-1]),.gout(gij[1][i-1]),.pout(pij[1][i-1]));
            pg uut4(.p1(pij[0][i-2]),.g1(gij[0][i-2]),.p2(pij[0][i]),.g2(gij[0][i]),.gout(gij[1][i]),.pout(pij[1][i]));
            assign pij[1][i-2] =pij[0][i-2];
            assign gij[1][i-2] =gij[0][i-2];
        end
    end
endgenerate
generate
    for (i = 7;i<width;i = i+8)begin: BLOCK3
        if (i==7) begin
            pg uut01 (.p2(p[4]),.g1(c[3]),.g2(g[4]),.gout(c[4]));
            pg uut02 (.p2(pij[1][5]),.g1(c[3]),.g2(gij[1][5]),.gout(c[5]));
            pg uut03 (.p2(pij[1][6]),.g1(c[3]),.g2(gij[1][6]),.gout(c[6]));
            pg uut04 (.p2(pij[1][7]),.g1(c[3]),.g2(gij[1][7]),.gout(c[7]));
        end
        else begin
            pg uut1(.p1(pij[1][i-4]),.g1(gij[1][i-4]),.p2(p[i-3]),.g2(g[i-3]),.gout(gij[2][i-3]),.pout(pij[2][i-3]));
            pg uut2(.p1(pij[1][i-4]),.g1(gij[1][i-4]),.p2(pij[1][i-2]),.g2(gij[1][i-2]),.gout(gij[2][i-2]),.pout(pij[2][i-2]));
            pg uut3(.p1(pij[1][i-4]),.g1(gij[1][i-4]),.p2(pij[1][i-1]),.g2(gij[1][i-1]),.gout(gij[2][i-1]),.pout(pij[2][i-1]));
            pg uut4(.p1(pij[1][i-4]),.g1(gij[1][i-4]),.p2(pij[1][i]),.g2(gij[1][i]),.gout(gij[2][i]),.pout(pij[2][i]));
            assign pij[2][i-4] =pij[1][i-4];
            assign gij[2][i-4] =gij[1][i-4];
            assign pij[2][i-5] =pij[1][i-5];
            assign gij[2][i-5] =gij[1][i-5];
            assign pij[2][i-6] =pij[1][i-6];
            assign gij[2][i-6] =gij[1][i-6];
        end
    end
endgenerate
generate
    for (i = 15;i<width;i = i+16)begin: BLOCK4
        if (i==15) begin
            pg uut01 (.p2(p[8]),.g1(c[7]),.g2(g[8]),.gout(c[8]));
            pg uut02 (.p2(pij[2][9]),.g1(c[7]),.g2(gij[2][9]),.gout(c[9]));
            pg uut03 (.p2(pij[2][10]),.g1(c[7]),.g2(gij[2][10]),.gout(c[10]));
            pg uut04 (.p2(pij[2][11]),.g1(c[7]),.g2(gij[2][11]),.gout(c[11]));
            pg uut05 (.p2(pij[2][12]),.g1(c[7]),.g2(gij[2][12]),.gout(c[12]));
            pg uut06 (.p2(pij[2][13]),.g1(c[7]),.g2(gij[2][13]),.gout(c[13]));
            pg uut07 (.p2(pij[2][14]),.g1(c[7]),.g2(gij[2][14]),.gout(c[14]));
            pg uut08 (.p2(pij[2][15]),.g1(c[7]),.g2(gij[2][15]),.gout(c[15]));
        end
        else begin
            pg uut1(.p1(pij[2][i-8]),.g1(gij[2][i-8]),.p2(p[i-7]),.g2(g[i-7]),.gout(gij[3][i-7]),.pout(pij[3][i-7]));
            pg uut2(.p1(pij[2][i-8]),.g1(gij[2][i-8]),.p2(pij[2][i-6]),.g2(gij[2][i-6]),.gout(gij[3][i-6]),.pout(pij[3][i-6]));
            pg uut3(.p1(pij[2][i-8]),.g1(gij[2][i-8]),.p2(pij[2][i-5]),.g2(gij[2][i-5]),.gout(gij[3][i-5]),.pout(pij[3][i-5]));
            pg uut4(.p1(pij[2][i-8]),.g1(gij[2][i-8]),.p2(pij[2][i-4]),.g2(gij[2][i-4]),.gout(gij[3][i-4]),.pout(pij[3][i-4]));
            pg uut5(.p1(pij[2][i-8]),.g1(gij[2][i-8]),.p2(pij[2][i-3]),.g2(gij[2][i-3]),.gout(gij[3][i-3]),.pout(pij[3][i-3]));
            pg uut6(.p1(pij[2][i-8]),.g1(gij[2][i-8]),.p2(pij[2][i-2]),.g2(gij[2][i-2]),.gout(gij[3][i-2]),.pout(pij[3][i-2]));
            pg uut7(.p1(pij[2][i-8]),.g1(gij[2][i-8]),.p2(pij[2][i-1]),.g2(gij[2][i-1]),.gout(gij[3][i-1]),.pout(pij[3][i-1]));
            pg uut8(.p1(pij[2][i-8]),.g1(gij[2][i-8]),.p2(pij[2][i-0]),.g2(gij[2][i-0]),.gout(gij[3][i-0]),.pout(pij[3][i-0]));
            assign pij[3][i-8] = pij[2][i-8];
            assign gij[3][i-8] = gij[2][i-8];
            assign pij[3][i-9] = pij[2][i-9];
            assign gij[3][i-9] = gij[2][i-9];
            assign pij[3][i-10] = pij[2][i-10];
            assign gij[3][i-10] = gij[2][i-10];
            assign pij[3][i-11] = pij[2][i-11];
            assign gij[3][i-11] = gij[2][i-11];
            assign pij[3][i-12] = pij[2][i-12];
            assign gij[3][i-12] = gij[2][i-12];
            assign pij[3][i-13] = pij[2][i-13];
            assign gij[3][i-13] = gij[2][i-13];
            assign pij[3][i-14] = pij[2][i-14];
            assign gij[3][i-14] = gij[2][i-14];
        end
    end
endgenerate
generate
    for (i = 16;i<32;i = i+1)begin: BLOCK5
        if (i ==16) begin
            pg uut01 (.p2(p[16]),.g1(c[15]),.g2(g[16]),.gout(c[16]));
        end
        else begin
            pg uut02 (.p2(pij[3][i]),.g1(c[15]),.g2(gij[3][i]),.gout(c[i]));
        end
    end
endgenerate
generate
    for (i = 33;i<64;i = i+1)begin: BLOCK6
        if (i<48) begin
            assign pij[4][i] =pij[3][i];
            assign gij[4][i] =gij[3][i];
        end
        else if (i ==48) begin
            pg uut1(.p1(pij[3][47]),.g1(gij[3][47]),.p2(p[48]),.g2(g[48]),.gout(gij[4][48]),.pout(pij[4][48]));
        end
        else begin
            pg uut2(.p1(pij[3][47]),.g1(gij[3][47]),.p2(pij[3][i]),.g2(gij[3][i]),.gout(gij[4][i]),.pout(pij[4][i]));
        end
    end
endgenerate
generate
    for (i = 32;i<width;i = i+1)begin: BLOCK7
        if (i ==32) begin
            pg uut01 (.p2(p[32]),.g1(c[31]),.g2(g[32]),.gout(c[32]));
        end
        else begin
            pg uut02 (.p2(pij[4][i]),.g1(c[31]),.g2(gij[4][i]),.gout(c[i]));
        end
    end
endgenerate
always @(*) begin
    for (j = 0;j<width;j= j+1) begin
        if (j==0) begin
            sum[j] = p[j] ^ cin;
        end
        else 
            sum[j] = p[j] ^ c[j-1];
    end
end
assign cout = c[width-1];
endmodule
module pg(
    input g1,g2,p1,p2,
    output gout,pout
);
assign gout = g2 + p2 * g1;
assign pout = p1 *p2;
endmodule
```
`run.sh`:
```
#!/bin/bash
# OpenROAD 26Q1-2900-gdf79404cd8, Yosys 0.63+post, stock flow scripts
make -C /OpenROAD-flow-scripts/flow DESIGN_CONFIG=/design/flow/config.mk WORK_HOME=/design/flow/orfs finish
```
`config.mk`:
```
export PLATFORM = sky130hd
export DESIGN_NAME = SKadder_64
export DESIGN_NICKNAME = SKadder_64
export VERILOG_FILES = /design/flow/design.v
export SDC_FILE = /design/flow/constraint.sdc
export NUM_CORES = 4
export LEC_CHECK = 1
export CORE_UTILIZATION = 30
```
`constraint.sdc`:
```
current_design SKadder_64

set clk_period 17.0
set clk_io_pct 0.2

create_clock -name clk0 -period $clk_period

set non_clock_inputs [all_inputs -no_clocks]
set_input_delay [expr $clk_period * $clk_io_pct] -clock clk0 $non_clock_inputs
set_output_delay [expr $clk_period * $clk_io_pct] -clock clk0 [all_outputs]
```
==> results.cfg <==
; synthesis and place-and-route metrics
[yosys]
netlist_instances = 531
yosys_warnings = 1
synth.cell_area_sq_um = 4109
top_cells_by_count = xnor2_1, ha_1, nand2_1
synth.most_common_cell = xnor2_1
ys_seq_share = 0
ys_chip_area_sq_um = 4109
ys_cells = 531
yosysTopAreaCell = ha_1
synth.top_cell.area_share = 0.1888
postSynthAreaPerCell_sq_um = 7.738
yosys.cell_types.count = 66
area_leaders = ha_1, xnor2_1, xor2_1

[worst_setup_path]
cp-start-kind = primary input
path_cells = clkdlybuf4s50_1 -> fa_1 -> fa_1 -> and3b_1 -> o21a_1 -> mux2i_1 -> or3_1 -> mux2i_1 -> xnor2_1 -> o21ai_0 -> a31oi_1 -> or4_4 -> nand3_2 -> nor3b_2 -> mux2i_2 -> mux2i_1 -> nor3b_1 -> a311oi_1 -> clkdlybuf4s50_1
crit_type = in -> out
cp.arrival_ns = 9.18
crit_fanout = 8
required_ns = 13.60
cp_common_cell = mux2i_1
slowest_delay_ns = 0.63
crit_path_start = a[0]
critPathSlowestCell = or4_4
cp-end-kind = output port

[floorplan]
die_y_microns = 119.0
dieWidth_microns = 119.0
rows = 42
initial_core_util = 0.3091
core_area_sq_um = 13300
dieArea_sq_um = 14170
io_pins = 194

[status]
status = finished clean

[drt]
via_count = 4200
firstDrtPassIters = 4
antennaDiodeCount = 0
ant_nets = 0
drt-vias-per-instance = 4.735
drt_iter0_drc = 147
drc = 0
routed_wl_microns = 10260
wl_per_cell_microns = 11.56

[global_routing]
grt_use_total = 0.1429
grt_pass1_vias = 3933
grt_pass1_wl_microns = 17110
grt_antenna_before_repair = 0
grt_max_degree = 12
grt_overflow = 0

[timing]
setup-violations-final = 0
period_used_share = 0.7403
drv_slew = 0
tns_ns = 0
fmax_ghz = 0.07946
rsz0062_at_grt = no
final_hold_viol_count = 0
period_minus_slack_ns = 12.58
tightest_slew_ns = 0.6571
relSlewSlack = 0.5599

[clocking]
ctsResizeCount = 0
cts.hold.buffers_added = 0
postCtsSetupBuffers = 0

[run]
tool_warnings = 32
drv_cap = 0

[cells_and_area]
postLayoutCoreUtil = 0.4664
final-comb-area_sq_um = 3975
n_fill_cell = 1292
drive_gt1_frac = 0.02813
register_area_sq_um = 0
flops = 0
clock_buffers = 0
area_growth_pct = 50.91

[hold_path]
hp-start = b[63]
hold_path_class = in -> out

[power]
leakage_nw = 2.415
powerDensity_nw_per_um2 = 41.26
ir_drop_mv = 0.02009

[placed_design]
gp_congestion = 0.8841
io_buffers = 194
hpwl_microns = 9199
==> power breakdown <==
| part | total (W) | switching (W) | internal [W] |
|---|---|---|---|
| combinational | 0.000256 | 0.0000946 | 0.000161 |
| sequential | 0 | 0 | 0 |
| clock | 0 | 0 | 0 |
==> worst paths after layout <==
| kind | cells after the start | endpoint |
|---|---|---|
| worst max-delay path | 19 | sum[43] |
| worst min-delay path | 4 | cout |
==> metrics by stage <==
stage	hold WS, ns	instances	area, sq um	total power, W	worst slack (ns)
6_report	7.880	887	6201	0.0002559	4.415
5_1_grt	7.918	887	6201	0.0002832	4.070
4_1_cts	7.886	887	6201	0.0002595	4.371
3_5_place_dp	7.887	887	6201	0.0002567	4.359
3_3_place_gp	7.871	887	6201	0.0002569	4.465
2_1_floorplan	6.904	531	4109	0.0001261	5.782
==> cell usage in the layout, fill, tap and decap left out, types with 3 or more instances in the layout <==
cell / count
nand3b_1: 4
nor3b_1: 7
nand4_1: 7
inv_1: 17
a21oi_1: 8
ha_1: 62
xor2_1: 48
fa_1: 6
nor3_1: 6
nor4_1: 4
nor2_1: 34
nor2b_1: 12
o2111ai_1: 3
or4_1: 3
nand2_1: 49
and2_1: 5
and3_1: 6
nand3_1: 22
xnor2_1: 86
o2111a_1: 3
a21boi_0: 8
clkdlybuf4s50_1: 194
o21ai_0: 16
and3b_1: 12
a21boi_1: 3
mux2i_1: 16
nand2b_1: 17
nand4b_1: 6
==> cell type report <==
class,count,area share
inverters,17,0.01029
multi-input cells,500,0.6410
well taps,176,0.03551
repair buffers,194,0.3132
==> layer usage <==
layer  GRT usage  vias up  share of wire
met3     0.04061        4          0.094
li1            -     2246              -
met4    0.006329        0         0.0041
met2      0.2435      125           0.45
met1      0.1874     1825           0.45
met5           0        -              0
==> worst max-delay path: cells and delay by family <==
family | cells | cell delay, ns
compound gates | 4 | 1.11
simple gates | 6 | 1.60
buf+inv | 2 | 0.93
xor+xnor | 1 | 0.14
fa+ha+maj | 2 | 0.86
mux | 4 | 1.13
==> kinds of logic after synthesis <==
logic type,count (synthesis),synth area share
AND/OR/NAND/NOR,215,0.3018
XOR/XNOR,135,0.2896
adder cells (fa/ha/maj),68,0.2180
AND-OR/OR-AND,63,0.1096
buffers and inverters,31,0.03258
multiplexers,19,0.04842
Power is estimated from default activity; no workload was simulated.
