==> design.v <==
module pg(
    input g1,g2,p1,p2,
    output gout,pout
);
assign gout = g2 + p2 * g1;
assign pout = p1 *p2;
endmodule
module ks_adder_64
#(parameter width = 64)
(
    input [width-1:0] a,b,
    input cin,
    output reg [width-1:0] sum,
    output cout
);
reg [width-1:0] p,g;
wire [width-1:0] c;
wire [width-1:0] gij [7:0];
wire [width-1:0] pij [7:0];
genvar i;
integer  j;
always @(*) begin
    for (j=0;j<width;j=j+1) begin
        p[j] = a[j] ^ b[j];
        g[j] = a[j] & b[j];
    end
end
generate
    for (i = 0;i<width;i = i+1)begin: BLOCK1
        if (i == 0) begin
            pg uut1 (.p2(p[0]),.g1(cin),.g2(g[0]),.gout(c[0]));
        end
        else if (i==1) begin
            pg uut2 (.p1(p[0]),.p2(p[1]),.g1(c[0]),.g2(g[1]),.gout(c[1]));
        end
        else begin
            pg uut0(
                .p1(p[i-1]),
                .g1(g[i-1]),
                .p2(p[i]),
                .g2(g[i]),
                .gout(gij[0][i]),
                .pout(pij[0][i]));
        end
    end
endgenerate
generate
    for (i = 2;i<width;i = i+1)begin: BLOCK2
        if (i == 2) begin
            pg uut1 (.p2(pij[0][i]),.g1(c[0]),.g2(gij[0][i]),.gout(c[2]));
        end
        else if (i==3) begin
            pg uut1 (.p2(pij[0][i]),.g1(c[1]),.g2(gij[0][i]),.gout(c[3]));
        end
        else begin
            pg uut0(
                .p1(pij[0][i-2]),
                .g1(gij[0][i-2]),
                .p2(pij[0][i]),
                .g2(gij[0][i]),
                .gout(gij[1][i]),
                .pout(pij[1][i]));
        end
    end
endgenerate
generate
    for (i = 4;i<width;i = i+1)begin: BLOCK3
        if (i <= 7) begin
            pg uut1 (.p2(pij[1][i]),.g1(c[i-4]),.g2(gij[1][i]),.gout(c[i]));
        end
        else begin
            pg uut0(
                .p1(pij[1][i-4]),
                .g1(gij[1][i-4]),
                .p2(pij[1][i]),
                .g2(gij[1][i]),
                .gout(gij[2][i]),
                .pout(pij[2][i]));
        end
    end
endgenerate
generate
    for (i = 8;i<width;i = i+1)begin: BLOCK4
        if (i <= 15) begin
            pg uut1 (.p2(pij[2][i]),.g1(c[i-8]),.g2(gij[2][i]),.gout(c[i]));
        end
        else begin
            pg uut0(
                .p1(pij[2][i-8]),
                .g1(gij[2][i-8]),
                .p2(pij[2][i]),
                .g2(gij[2][i]),
                .gout(gij[3][i]),
                .pout(pij[3][i]));
        end
    end
endgenerate
generate
    for (i = 16;i<width;i = i+1)begin: BLOCK5
        if (i <= 31) begin
            pg uut1 (.p2(pij[3][i]),.g1(c[i-16]),.g2(gij[3][i]),.gout(c[i]));
        end
        else begin
            pg uut0(
                .p1(pij[3][i-16]),
                .g1(gij[3][i-16]),
                .p2(pij[3][i]),
                .g2(gij[3][i]),
                .gout(gij[4][i]),
                .pout(pij[4][i]));
        end
    end
endgenerate
generate
    for (i = 32;i<width;i = i+1)begin: BLOCK6
        if (i <= 63) begin
            pg uut1 (.p2(pij[4][i]),.g1(c[i-32]),.g2(gij[4][i]),.gout(c[i]));
        end
        else begin
            pg uut0(
                .p1(pij[4][i-32]),
                .g1(gij[4][i-32]),
                .p2(pij[4][i]),
                .g2(gij[4][i]),
                .gout(gij[5][i]),
                .pout(pij[5][i]));
        end
    end
endgenerate
always @(*) begin
    for (j = 0;j<width;j= j+1) begin
        if (j==0) begin
            sum[j] = p[j] ^ cin;
        end
        else 
            sum[j] = p[j] ^ c[j-1];
    end
end
assign cout = c[width-1];
endmodule
==> run.sh <==
#!/bin/bash
# OpenROAD 26Q1-2900-gdf79404cd8, Yosys 0.63+post, stock flow scripts
make -C /OpenROAD-flow-scripts/flow DESIGN_CONFIG=/design/flow/config.mk WORK_HOME=/design/flow/orfs finish
==> config.mk <==
export PLATFORM = sky130hd
export DESIGN_NAME = ks_adder_64
export DESIGN_NICKNAME = ks_adder_64
export VERILOG_FILES = /design/flow/design.v
export SDC_FILE = /design/flow/constraint.sdc
export NUM_CORES = 4
export LEC_CHECK = 1
export CORE_UTILIZATION = 40
==> constraint.sdc <==
current_design ks_adder_64

set clk_period 15.8
set clk_io_pct 0.2

create_clock -name clk0 -period $clk_period

set non_clock_inputs [all_inputs -no_clocks]
set_input_delay [expr $clk_period * $clk_io_pct] -clock clk0 $non_clock_inputs
set_output_delay [expr $clk_period * $clk_io_pct] -clock clk0 [all_outputs]
==> run_results.csv <==
group,metric,value,unit
global_route,grt_pass1_vias,5760,
final_timing,fin_crit_sh,85.0,%
logic_synthesis,yosys_cells,869,
final_timing,slew_viol_final,0,
power_and_ir_drop,p_leak,2.97,nW
floorplanning,die_area,15600,um2
global_route,grt_pass1_wl,26.9,mm
route,diodes,0,
placed_design,portBuffers,194,
final_timing,timing.fmax,74.4,MHz
min_path,hold_path.class,"input pin to primary output",
route,drc,0,
layout,clock_buffers,0,
route,vias_per_cell,5.13,
layout,drive_above_1_share,1.17,%
floorplanning,ioPinCount,194,
layout,final_area,8040,um2
critical_path,cp_data_arrival_time,10.28,ns
floorplanning,core,14600,um2
clocking,cts_resized,0,
placed_design,gp_congestion,0.885,
logic_synthesis,yosys_warnings,1,
layout,flops,0,
placed_design,pre_cts_ws,2.37,ns
route,drtAntennaViolNets,0,
floorplanning,rows,44,
power_and_ir_drop,peakVddDrop,0.0211,mV
final_timing,relSlewSlack,60.5,%
final_timing,worst_slew_pin_slew,0.584,ns
logic_synthesis,synth.largest_area_cell,"xnor2_1",
final_timing,min_period,13.44,ns
route,dr_total_vias,6186,
logic_synthesis,ys_seq_share,0,%
logic_synthesis,synthCells,869,
critical_path,end_kind,"primary output",
floorplanning,die_w,125,um
floorplanning,fp-utilization,41.2,%
logic_synthesis,syn-cell-area,6040,um2
route,drt_pass1_iterations,24,
global_route,antenna_found_initial,0,
critical_path,critPathMaxFanout,5,
logic_synthesis,avgSynthCellArea,6.95,um2
clocking,postCtsSetupRepairBufs,0,
logic_synthesis,synth.distinct_cells,66,
layout,final-seq-area,0,um2
critical_path,startpoint_type,"input pin",
logic_synthesis,top_cells_by_area,"xnor2_1, xor2_1, ha_1",
global_route,grtUsageTotal,20.4,%
clocking,hold_buffers,0,
critical_path,cp.required,12.64,ns
final_timing,finalHoldViolCount,0,
placed_design,place_area,8040,um2
final_timing,setup_tns,0,ns
route,wl_per_cell,13.0,um
global_route,grt_max_degree,12,
logic_synthesis,top_area_share,22.2,%
floorplanning,fp.dieH,125,um
final_timing,grt_setup_unrepaired,"no",
route,routed_wl,15.7,mm
outcome,status,"complete, no violations",
run,cap_violations,0,
power_and_ir_drop,power_density,45.6,nW/um2
layout,fin_util,54.9,%
global_route,grt.overflow.total,0,
logic_synthesis,ys_area,6040,um2
placed_design,dp_hpwl,13.7,mm
critical_path,worstSetupPathType,"input pin to primary output",
run,warnings,32,
final_timing,whs,7.40,ns
route,drt_iter0_markers,193,
final_timing,setup-violations-final,0,
layout,area_growth,33.2,%
final_timing,setup_ws,2.36,ns
layout,fill_cells,1478,
==> logic make-up after synthesis <==
group                      count (synthesis)  synth area share [%]
muxes                                      8                  1.35
AOI/OAI and AO/OA                        107                  12.6
buffers and inverters                     56                  3.73
adders and majority gates                 65                  13.7
xor gates and xnor gates                 249                  36.5
and+or+nand+nor                          384                  32.1
==> path summary, 6_finish.rpt <==
kind	endpoint	slack [ns]	from	cells past startpoint
worst min-delay path	sum[0]	7.40	cin	3
worst max-delay path	sum[62]	2.36	a[0]	24
==> per-stage QoR <==
stage | power (W) | std cells
after floorplan | 0.000208 | 869
after global placement | 0.000371 | 1206
after detailed placement | 0.000369 | 1206
after CTS | 0.000372 | 1206
after global routing | 0.000406 | 1206
final | 0.000367 | 1206
==> synth_stat cells (8+ instances only) <==
cell type  instances
nand4_1           32
a21oi_1           17
nor3_1            14
nor2b_1           10
nor2_1            62
and3b_1           15
and2_1            15
nand2_1          130
clkbuf_1          36
nand2b_1          16
ha_1              63
a21boi_0           8
or3_1             11
xor2_1            94
a21boi_1           9
and3_1            16
o21ai_1           10
nand3_1           40
xnor2_1          153
o21ai_0           14
inv_1             15
==> cells in the final DEF, fill, tap and decap left out, types with 5 or more instances in the layout <==
cell type	n
or3_1	11
nor4_1	5
xor2_1	94
and2_1	15
nor2_1	62
nand3_1	40
nand2_1	130
clkdlybuf4s50_1	194
nand4_1	32
mux2i_1	7
nand2b_1	16
inv_1	15
a21oi_1	17
a211oi_1	7
nor2b_1	10
xnor2_1	153
a21boi_0	8
nor3_1	14
o21ai_0	14
ha_1	63
a21boi_1	9
and3_1	16
and3b_1	15
o211ai_1	5
o21ai_1	10
==> where the power goes <==
| part | internal (W) | total [W] | switching, W |
|---|---|---|---|
| Clock | 0 | 0 | 0 |
| Combinational | 0.000208 | 0.000367 | 0.000159 |
| Sequential | 0 | 0 | 0 |
==> per-layer routing <==
layer	share of wire, %	vias to the layer above	track usage (%)
li1	-	3317	-
met5	0	-	0
met4	0	0	0
met1	47	2734	28.4
met3	4.6	0	1.05
met2	48	135	36.7
==> critical path, stage by stage <==
cell and delay [ns]:
clkdlybuf4s50_1 0.43, fa_1 0.51, fa_1 0.48, and4b_1 0.23, a211oi_1 0.38, o2111ai_1 0.25
nand3_1 0.15, or4b_4 0.49, a211oi_1 0.33, a211oi_1 0.09, a311oi_1 0.47, nor4_1 0.18
or4_1 0.52, a21oi_1 0.20, xnor2_1 0.14, or4_4 0.56, a31o_1 0.26, a31o_1 0.19
a21bo_2 0.22, xnor2_2 0.13, and3_1 0.14, o21ai_1 0.14, xnor2_1 0.13, clkdlybuf4s50_1 0.48
==> cell type report <==
class	instances	area [um2]	share of cell area, %
repair buffers	194	1940	24.2
well taps	184	230	2.86
inverters	15	56.3	0.700
multi-input cells	813	5810	72.3
Power figures rest on the tool's default switching activity, not on a simulated workload.
